$ cat flow/config.mk
export PLATFORM = sky130hd
export DESIGN_NAME = add_array
export DESIGN_NICKNAME = add_array
export VERILOG_FILES = /design/flow/design.v
export SDC_FILE = /design/flow/constraint.sdc
export NUM_CORES = 4
export LEC_CHECK = 1
export CORE_UTILIZATION = 50
$ cat flow/constraint.sdc
current_design add_array

set clk_period 1.0
set clk_io_pct 0.2

create_clock -name clk0 -period $clk_period [get_ports {clk}]

set non_clock_inputs [all_inputs -no_clocks]
set_input_delay [expr $clk_period * $clk_io_pct] -clock clk0 $non_clock_inputs
set_output_delay [expr $clk_period * $clk_io_pct] -clock clk0 [all_outputs]
$ cat flow/design.v
module add_array #(
  parameter                       Kh = 3,          
  parameter                       Kw = 3,
  parameter                       Pin = 2,         
  parameter                       Pout = 1,        
  parameter                       BIT_WIDTH = 8,   
  parameter                       PIPELINE_STAGE = 1
) (
  input wire                      clk,             
  input wire                      rst,             
  input wire                      add_array_en,    
  input wire  [Pout*Pin*Kh*Kw*BIT_WIDTH-1:0]
                                  mult_array_data, 
  output reg                      add_array_valid, 
  output reg  [Pout*BIT_WIDTH-1:0]add_array_data   
);
genvar i;
wire [Pout*BIT_WIDTH-1:0] merge_result;
reg [PIPELINE_STAGE-1:0] add_array_valid_pipeline;
reg [Pout*BIT_WIDTH-1:0] add_array_data_pipeline [PIPELINE_STAGE-1:0];
generate
  for (i = 0; i < Pout; i = i + 1) begin: merge_network_inst_i
    merge_network #(
      .NUM_INPUTS                 (Pin*Kh*Kw),
      .BIT_WIDTH                  (BIT_WIDTH)
    ) merge_network_inst (
      .in_data                    (mult_array_data[i*Pin*Kh*Kw*BIT_WIDTH+:Pin*Kh*Kw*BIT_WIDTH]),
      .merge_result               (merge_result[i*BIT_WIDTH+:BIT_WIDTH])
    );
  end
endgenerate
generate
  for (i = 0; i < PIPELINE_STAGE; i = i + 1) begin: add_array_valid_i
    if (i == 0) begin
      always @(posedge clk or posedge rst) begin
        if (rst) begin
          add_array_valid_pipeline[i] <= 1'b0;
        end else begin
          add_array_valid_pipeline[i] <= add_array_en;
        end
      end
    end else begin
      always @ (posedge clk) begin
        if (rst) begin
          add_array_valid_pipeline[i] <= 1'b0;
        end else begin
          add_array_valid_pipeline[i] <= add_array_valid_pipeline[i-1];
        end
      end
    end
  end
endgenerate
generate
  for (i = 0; i < PIPELINE_STAGE; i = i + 1) begin: add_array_data_i
    if (i == 0) begin
      always @ (posedge clk) begin
        if (add_array_en) begin
          add_array_data_pipeline[i]  <= merge_result;
        end
      end
    end else begin
      always @ (posedge clk) begin
        if (add_array_valid_pipeline[i-1]) begin
          add_array_data_pipeline[i]  <= add_array_data_pipeline[i-1];
        end
      end
    end
  end
endgenerate
always @(*) begin
  add_array_valid = add_array_valid_pipeline[PIPELINE_STAGE-1];
  add_array_data = add_array_data_pipeline[PIPELINE_STAGE-1];
end
endmodule
module merge_network #(
  parameter                       NUM_INPUTS = 18,    
  parameter                       BIT_WIDTH = 8      
) (
  input wire  [NUM_INPUTS*BIT_WIDTH-1:0]
                                  in_data,           
  output reg  [BIT_WIDTH-1:0]     merge_result       
);
integer i;
always @(*) begin
  merge_result    = {BIT_WIDTH{1'b0}};
  for (i = 0; i < NUM_INPUTS; i = i + 1) begin
    merge_result  = merge_result + in_data[i*BIT_WIDTH+:BIT_WIDTH];
  end
end
endmodule
$ cat flow/run.sh
#!/bin/bash
# OpenROAD 26Q1-2900-gdf79404cd8, Yosys 0.63+post, stock flow scripts
make -C /OpenROAD-flow-scripts/flow DESIGN_CONFIG=/design/flow/config.mk WORK_HOME=/design/flow/orfs finish
==> summary.txt <==
fresh numbers from the pnr run: largest net degree at the start of global routing=10, Internal=15.4 mW, max_slew headroom=0.828, Top cells excl fill/tap=inv_1 (85), fa_1 (77), clkdlybuf4s50_1 (61), GRT Resource Usage Total=0.215, number of global-route vias before repair=2692, Sequential Power Share=0.057, Post-Syn Instances=292, pwr/cell area=5050 nW/um^2, Clk pin slew, worst setup/hold paths=0.04 ns, antenna violations before repair=0, hold slack final=0.112 ns, Net Switching=10.6 mW, Die Y-Extent=82.9 microns, yosys stat cell total=292, RSZ-0062 raised after global routing=yes, I/O pins=156, final WL=6.26 mm, Yosys chip area=3270 sq um, filler cell count=386, CTS tree=yes, Post-DP HPWL=5.76 mm, final worst slack=-3.63 ns, Log Warnings=29, FF+latch count, synth=9, sequential fraction of the synthesis area=0.0810, CP Data Required Time=0.97 ns, Via density=4.43, Die W=82.9 microns, number of unique standard cell types used by synthesis=13, status=finished with violations, wire per inst=11.6 microns, final hold vios=0, Worst Hold Class=input pin to asynchronous set/reset pin, cts hold-fix bufs=0, Peak VDD IR=5.81 mV, yosys warns=3, diode count=0, global placement routability congestion=0.827, Layout area overhead=57.4%, sw frac=0.407, grt total ovfl=0, Avg Inst Size Synth=11.2 sq um, Crit Path Category=input pin to register, # clock sinks=9, core area=6350 sq um, CTS root buf=clkbuf_8, DRT Pass-1 Iters=4, fp util=0.515, Util after Layout=0.811, Mapped Area=3270 sq um, clock buffers created by TritonCTS=3, Clk network pwr share=0.016, final worst-path cycle share=4.63, Setup-failing EPs final=8, Via Count=2382, die area=6870 sq um, Max Slew Vio Count=0, most numerous logic cell after layout=inv_1, max cap viols=0, CP Capture Type=register, CP arrival=4.60 ns, Comb pwr share=0.927, Longest Clk Path Bufs=2, # port buffers=155, DR iter-0 viols=16, row cnt=29, Fmax achieved=216 MHz, Leak Pwr=2.54 nW, setup_tns=-21.97 ns, first-pass GRT wire length=11.2 mm, fraction of layout cells with a size suffix above 1=0.321, violated checks=setup timing, Worst Path Max Fanout=2, worst-margin pin slew=0.257 ns, H-tree lvl count=1, Pwr Total=26.0 mW, drt drc=0, Antenna Nets Post-Route=0, crit path launch type=input pin, Worst Setup SP=mult_array_data[3], Period minus WS final=4.63 ns
worst max path at each step:
| stage | end | slack (ns) | cells after the start |
|---|---|---|---|
| finish | add_array_data_pipeline[0][7]$_DFFE_PP_ | -3.63 | 17 |
| CTS | add_array_data_pipeline[0][7]$_DFFE_PP_ | -3.72 | 13 |
| global route | add_array_data_pipeline[0][7]$_DFFE_PP_ | -3.79 | 17 |
cell usage after synthesis:
cell type	n	area, sq um
xnor2_2	1	16.3
fa_1	99	1980
dfrtp_1	1	25.0
o21bai_1	1	7.51
inv_1	129	484
nor2_1	2	7.51
xnor2_1	28	245
ha_1	13	163
edfxtp_1	8	240
a21o_1	1	7.51
xnor3_1	2	45.0
a21oi_1	3	15.0
xor2_1	4	35.0
power by group through the flow:
stage	Combinational (mW)	Sequential (mW)	Clock, mW
global route	26.5	1.40	0.455
CTS	22.0	1.46	0.424
finish	24.1	1.48	0.413
routing by layer:
metal,GRT usage,vias to the layer above,wire length (microns)
met5,0,-,0
met2,0.376,99,3530
li1,-,1112,-
met4,0.00470,0,0
met1,0.324,1171,2230
met3,0.0424,0,495
worst max-delay path: stages:
cell and delay (ns):
buf_4 0.11, inv_8 0.03, fa_1 0.54, inv_2 0.04, fa_1 0.47, fa_1 0.54
fa_1 0.44, fa_1 0.51, inv_2 0.04, fa_1 0.49, inv_2 0.06, ha_4 0.22
a21o_1 0.19, a21oi_4 0.14, o21bai_1 0.09, a21oi_2 0.12, xnor3_1 0.38
metrics by stage:
stage	cells	area (sq um)	setup WS (ns)
final	538	5150	-3.63
after global routing	538	5150	-3.79
after CTS	539	5120	-3.72
after detailed placement	534	5060	-4.21
after global placement	534	5060	-4.20
after floorplan	292	3340	-3.55
timing repair:
action                     CTS  global route
buffers inserted             1             0
setup endpoints to repair   17            12
pin swaps                   69            71
gates resized              260            55
registers in the layout, indices dropped and copies added (netlist names):
signal / count
add_array_valid_pipeline: 1
add_array_data_pipeline: 8
final cells by class:
type,instances,area (sq um),share of cell area
clock buffer,4,45.0,0.00874
multi-input combinational,154,2780,0.539
timing repair buffer,165,1470,0.285
tap,77,96.3,0.0187
sequential,9,265,0.0515
inverter,129,499,0.0969
cells by family (layout without fill, tap and decap cells):
logic type	after synthesis	after routing	synth area share
compound gates	5	5	0.00917
xor+xnor	35	35	0.104
fa+ha+maj	112	112	0.655
buf+inv	129	298	0.148
flops	9	9	0.0810
simple gates	2	2	0.00229
Power figures rest on the tool's default switching activity, not on a simulated workload.
