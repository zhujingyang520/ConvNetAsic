==> /design/flow/design.v <==
module mult_array #(
  parameter                       Kh = 3,          
  parameter                       Kw = 3,
  parameter                       Pin = 2,         
  parameter                       Pout = 1,        
  parameter                       BIT_WIDTH = 8,   
  parameter                       PIPELINE_STAGE = 1
) (
  input wire                      clk,             
  input wire                      rst,             
  input wire                      mult_array_en,   
  input wire  [Pin*Kh*Kw*BIT_WIDTH-1:0]
                                  feat_map_in,     
  input wire  [Pout*Pin*Kh*Kw*BIT_WIDTH-1:0]
                                  kernel_in,       
  output reg                      mult_array_valid,  
  output reg  [Pout*Pin*Kh*Kw*BIT_WIDTH-1:0]
                                  mult_array_data  
);
genvar i, j, k, l;
wire [2*BIT_WIDTH-1:0] multiplier_result [Pout-1:0][Pin-1:0][Kh-1:0][Kw-1:0];
wire [Pout*Pin*Kh*Kw*BIT_WIDTH-1:0] multiplier_trunc;
reg [PIPELINE_STAGE-1:0] mult_array_valid_pipeline;
reg [Pout*Pin*Kh*Kw*BIT_WIDTH-1:0] mult_array_data_pipeline [PIPELINE_STAGE-1:0];
generate
  for (i = 0; i < Pout; i = i + 1) begin: multiplier_inst_i
    for (j = 0; j < Pin; j = j + 1) begin: multiplier_inst_j
      for (k = 0; k < Kh; k = k + 1) begin: multiplier_inst_k
        for (l = 0; l < Kw; l = l + 1) begin: multiplier_inst_l
          multiplier #(.BIT_WIDTH(BIT_WIDTH)) multiplier_inst (
            .a      (feat_map_in[(j*Kh*Kw+k*Kw+l)*BIT_WIDTH +: BIT_WIDTH]),
            .b      (kernel_in[(i*Pin*Kh*Kw+j*Kh*Kw+k*Kw+l)*BIT_WIDTH +: BIT_WIDTH]),
            .result (multiplier_result[i][j][k][l])   
          );
        end
      end
    end
  end
endgenerate
generate
  for (i = 0; i < Pout; i = i + 1) begin: multiplier_trunc_i
    for (j = 0; j < Pin; j = j + 1) begin: multiplier_trunc_j
      for (k = 0; k < Kh; k = k + 1) begin: multiplier_trunc_k
        for (l = 0; l < Kw; l = l + 1) begin: multiplier_trunc_l
          assign multiplier_trunc[(i*Pin*Kh*Kw+j*Kh*Kw+k*Kw+l)*BIT_WIDTH+:BIT_WIDTH] =
            multiplier_result[i][j][k][l][BIT_WIDTH-1:0];
        end
      end
    end
  end
endgenerate
generate
  for (i = 0; i < PIPELINE_STAGE; i = i + 1) begin: mult_array_valid_i
    if (i == 0) begin
      always @(posedge clk or posedge rst) begin
        if (rst) begin
          mult_array_valid_pipeline[i]  <= 1'b0;
        end else begin
          mult_array_valid_pipeline[i]  <= mult_array_en;
        end
      end
    end else begin
      always @(posedge clk or posedge rst) begin
        if (rst) begin
          mult_array_valid_pipeline[i]  <= 1'b0;
        end else begin
          mult_array_valid_pipeline[i]  <= mult_array_valid_pipeline[i-1];
        end
      end
    end
  end
endgenerate
generate
  for (i = 0; i < PIPELINE_STAGE; i = i + 1) begin: mult_array_data_i
    if (i == 0) begin
      always @ (posedge clk) begin
        if (mult_array_en) begin
          mult_array_data_pipeline[i]   <= multiplier_trunc;
        end
      end
    end else begin
      always @ (posedge clk) begin
        if (mult_array_valid_pipeline[i-1]) begin
          mult_array_data_pipeline[i]   <= mult_array_data_pipeline[i-1];
        end
      end
    end
  end
endgenerate
always @(*) begin
  mult_array_valid = mult_array_valid_pipeline[PIPELINE_STAGE-1];
  mult_array_data = mult_array_data_pipeline[PIPELINE_STAGE-1];
end
endmodule
module multiplier #(parameter BIT_WIDTH = 8) (
  input wire signed   [BIT_WIDTH-1:0]       a,       
  input wire signed   [BIT_WIDTH-1:0]       b,
  output wire signed  [2*BIT_WIDTH-1:0]     result   
);
assign result = (a == {BIT_WIDTH{1'b0}} || b == {BIT_WIDTH{1'b0}}) ?
  {(2*BIT_WIDTH){1'b0}} : a * b;
endmodule
==> /design/flow/run.sh <==
#!/bin/bash
# OpenROAD 26Q1-2900-gdf79404cd8, Yosys 0.63+post, stock flow scripts
make -C /OpenROAD-flow-scripts/flow DESIGN_CONFIG=/design/flow/config.mk WORK_HOME=/design/flow/orfs finish
==> /design/flow/config.mk <==
export PLATFORM = sky130hd
export DESIGN_NAME = mult_array
export DESIGN_NICKNAME = mult_array
export VERILOG_FILES = /design/flow/design.v
export SDC_FILE = /design/flow/constraint.sdc
export NUM_CORES = 4
export LEC_CHECK = 1
export CORE_UTILIZATION = 50
==> /design/flow/constraint.sdc <==
current_design mult_array

set clk_period 1.0
set clk_io_pct 0.2

create_clock -name clk0 -period $clk_period [get_ports {clk}]

set non_clock_inputs [all_inputs -no_clocks]
set_input_delay [expr $clk_period * $clk_io_pct] -clock clk0 $non_clock_inputs
set_output_delay [expr $clk_period * $clk_io_pct] -clock clk0 [all_outputs]
==> results_dict.tcl <==
# yosys + openroad results
set metrics [dict create \
    run_status "finished, violations left" \
    violations "setup timing" \
    cp-start-kind "primary input" \
    report.final.hold_viol_count 0 \
    least_setup_slack_across_all_paths_after_layout_ns -2.10 \
    ir_worst_vdd_mv 1.91 \
    detailed_place_hpwl_um 49100 \
    grt_pass1_vias 21100 \
    fp.dieW_um 210 \
    post-route-util_pct 85.4 \
    drive_above_1_share_pct 52.6 \
    timing.setup.critical_path_class "primary input to flop" \
    fin_worst_hold_slack_ns 0.0399 \
    crit_path_cell_trace "buf_8 > buf_6 > buf_6 > nand2_2 > fa_2 > inv_2 > fa_1 > ha_4 > inv_2 > fa_1 > inv_2 > ha_4 > a21o_1 > a21oi_2 > xnor3_1 > nor2_1" \
    layout_worst_path_cycle_share_pct 310 \
    post_drt_wl_per_cell_um 18.5 \
    critical_path_endpoint_category "flop" \
    routed-via-count 19700 \
    cell_with_the_biggest_individual_delay_on_the_critical_path "sky130_fd_sc_hd__fa_1" \
    worst_hold_startpoint "mult_array_en" \
    clk_pin_slew_worst_paths_ns 0.07 \
    critPathArrivalTime_ns 3.45 \
    worstPathMaxFanout 2 \
    transition_time_of_the_tightest_slew_check_pin_ns 0.423 \
    crit_buf_inv 6 \
    yosysChipArea_um2 21700 \
    global_route.overflow_total 0 \
    drc_errors 0 \
    crit_path_leading_delay_family "adder cells" \
    timing.hold.worst_endpoint "mult_array_data_pipeline[0][100]" \
    cp-startpoint "feat_map_in[130]" \
    detail_route.first_pass.iterations 5 \
    holdPathStages 1 \
    biggest_area_consumer_among_synthesized_cells "sky130_fd_sc_hd__edfxtp_1" \
    final_design_area_no_fill_um2 36200 \
    synth_cell_types 16 \
    synthesis.area_per_instance_um2 9.57 \
    drv.max_cap_violation_count 0 \
    drt_wl_total_um 70600 \
    cts.sinks 145 \
    non_filler_instance_count_after_layout 3819 \
    grt_util_all_layers_pct 32.4 \
    place_inst 3664 \
    initial_antenna_violation_count 12 \
    pins_over_their_slew_limit 0 \
    cts_tree "built" \
    clock_tree.root_cell "sky130_fd_sc_hd__clkbuf_16" \
    initialDrtViolationCount 866 \
    synth.yosys.warnings 3 \
    boundaryPins 436 \
    drtAntennaViolNets 0 \
    worstHoldPathType "primary input to flop" \
    critPathMaxStageDelay_ns 0.54 \
    fmax_ghz 0.323 \
    grt_setup_unrepaired "true" \
    finalWeightedCongestion 1.00 \
    stage_log_warnings 30 \
    pin_count_of_the_biggest_net_entering_global_routing 33 \
    cpMostUsedCell "sky130_fd_sc_hd__inv_2" \
    static-leakage-power_nw 16.6 \
    max-clock-path-buffers 2 \
    dieArea_um2 44200 \
    syn2layout_area_growth_pct 66.7 \
    core.rowCount 75 \
    pre_cts_slack_ns -3.04 \
    min_period_ns 3.10 \
    setup_violation_total_in_the_final_timing_report 260 \
    post_drt_via_cell_ratio 5.16 \
    cts_made_buffers 17 \
    netlist_area_um2 21700 \
    grt_first_pass_wirelength_um 106000 \
    worst-endpoint-required_ns 1.35 \
    postPlaceCellArea_um2 32200 \
    synth.yosys.seq_area_share_pct 20.1 \
    synth_flop_count 145 \
    number_of_instances_in_the_synthesized_netlist 2267 \
    yosysTopAreaCellShare_pct 19.9 \
    h-tree-depth 4 \
    die_height_um 210 \
    synthTopCellsByArea "sky130_fd_sc_hd__edfxtp_1 20%, sky130_fd_sc_hd__fa_1 20%, sky130_fd_sc_hd__ha_1 17%" \
    port-buffer-count 435 \
    timing.slew.headroom_pct 71.5 \
    p_per_area_nw_per_um2 1320 \
    design.core.area_um2 42300 \
    fp-utilization_pct 51.2 \
    ys_cells 2267 \
]
cells by family (layout without fill, tap and decap cells):
| family | count (synthesis) | in the layout | synth area share (%) |
|---|---|---|---|
| simple gates | 900 | 900 | 21.6 |
| fa+ha+maj | 504 | 504 | 36.6 |
| buf+inv | 399 | 1365 | 6.91 |
| xor+xnor | 247 | 247 | 12.8 |
| flops | 145 | 145 | 20.1 |
| compound gates | 72 | 72 | 2.08 |
| other cells | 0 | 9 | 0 |
power by group:
part           total, mW  internal [mW]  switching [mW]
sequential          10.0           9.37           0.667
combinational       30.7           17.3            13.4
clock               7.01           4.16            2.85
metrics by stage:
stage / setup TNS, ns / total power [mW]
after floorplan: -157.02 / 25.5
after global placement: -264.18 / 36.4
after detailed placement: -265.75 / 36.9
after CTS: -166.87 / 45.8
after global routing: -177.05 / 51.2
final: -166.27 / 47.8
synthesized netlist by cell type:
cell type,n
sky130_fd_sc_hd__and3_1,67
sky130_fd_sc_hd__nor4_1,72
sky130_fd_sc_hd__and2_1,387
sky130_fd_sc_hd__edfxtp_1,144
sky130_fd_sc_hd__xnor2_2,5
sky130_fd_sc_hd__xor2_1,55
sky130_fd_sc_hd__a21o_1,36
sky130_fd_sc_hd__xnor2_1,146
sky130_fd_sc_hd__nand2_1,315
sky130_fd_sc_hd__fa_1,216
sky130_fd_sc_hd__ha_1,288
sky130_fd_sc_hd__inv_1,399
sky130_fd_sc_hd__a21oi_1,36
sky130_fd_sc_hd__xnor3_1,41
sky130_fd_sc_hd__nor2_1,59
sky130_fd_sc_hd__dfrtp_1,1
area by class of cell:
class | count | area [µm²]
sequential | 145 | 4350
multi-input combinational | 1723 | 20600
timing repair buffer | 934 | 8360
clock buffer | 19 | 433
antenna | 9 | 22.5
clock inverter | 13 | 188
tap | 577 | 722
fill | 1924 | 6170
inverter | 399 | 1500
registers in the layout (all words and copies together), names as in the netlist:
name                       flops
mult_array_data_pipeline     144
mult_array_valid_pipeline      1
timing repair:
| item | CTS | global route |
|---|---|---|
| resized | 1989 | 303 |
| hold buffers | 1 | 0 |
| setup buffers | 102 | 40 |
| pin swaps | 519 | 318 |
| endpoints found under the hold margin | 1 | 0 |
| endpoints found under the setup margin | 271 | 271 |
| gates cloned | 1 | 0 |
cells in the final DEF (no fill, tap or decap), drive strengths merged, types with 41 or more instances in the layout:
cell type and instances:
and3 67, nor4 72, xnor2 151, dlygate4sd2 68, buf 814, ha 288
nor2 59, xor2 55, xnor3 41, fa 216, nand2 315, edfxtp 144
and2 387, inv 399
worst max-delay path by stage:
stage                 slack (ns)                                to  cells after the start
after CTS                  -2.04   mult_array_data_pipeline[0][55]                     15
after global routing       -2.13   mult_array_data_pipeline[0][55]                     15
final                      -2.10  mult_array_data_pipeline[0][135]                     16
per-layer routing:
| layer | up-vias | track usage (%) | share of wire [%] |
|---|---|---|---|
| met2 | 806 | 50.0 | 46 |
| met1 | 9615 | 47.5 | 41 |
| li1 | 9154 | - | - |
| met3 | 133 | 10.8 | 10 |
| met4 | 4 | 6.42 | 2.8 |
| met5 | - | 0 | 0.044 |
Power is estimated from default activity; no workload was simulated.
