<file path="design.v">
module channel_buffer #(
  parameter                           BIT_WIDTH = 8,         
  parameter                           BUFFER_DEPTH = 8,      
  parameter                           NUM_CHANNEL = 3        
) (
  input wire                          clk,                   
  input wire                          rst,                   
  input wire                          prev_layer_valid,      
  output wire                         prev_layer_rdy,        
  input wire  [NUM_CHANNEL*BIT_WIDTH-1:0]
                                      prev_layer_data,       
  input wire                          next_layer_rdy,        
  output wire                         next_layer_valid,      
  output wire [NUM_CHANNEL*BIT_WIDTH-1:0]
                                      next_layer_data        
);
generate
if (BUFFER_DEPTH == 0) begin: genblk0
  assign next_layer_valid = prev_layer_valid;
  assign prev_layer_rdy   = next_layer_rdy;
  assign next_layer_data  = prev_layer_data;
end else begin: genblk1
  reg fifo_write_en, fifo_read_en;
  reg [NUM_CHANNEL*BIT_WIDTH-1:0] fifo_write_data;
  wire [NUM_CHANNEL*BIT_WIDTH-1:0] fifo_read_data;
  wire fifo_empty, fifo_full;
  localparam  TX_IDLE         = 1'b0,
              TX_WAIT_FOR_RDY = 1'b1;
  reg next_layer_valid_reg, next_layer_valid_next;
  reg [NUM_CHANNEL*BIT_WIDTH-1:0] next_layer_data_reg, next_layer_data_next;
  reg state_reg, state_next;
  wire fifo_bypass = (state_reg == TX_IDLE && next_layer_rdy);
  fifo_sync #(
    .BIT_WIDTH            (NUM_CHANNEL*BIT_WIDTH),   
    .FIFO_DEPTH           (BUFFER_DEPTH)             
  ) fifo_sync_inst (
    .clk                  (clk),                     
    .rst                  (rst),                     
    .read_en              (fifo_read_en),            
    .read_data            (fifo_read_data),          
    .write_en             (fifo_write_en),           
    .write_data           (fifo_write_data),         
    .fifo_empty           (fifo_empty),              
    .fifo_full            (fifo_full)                
  );
  assign prev_layer_rdy   = (fifo_full == 1'b0);
  always @ (*) begin
    if (!fifo_full && prev_layer_valid && !fifo_bypass) begin
      fifo_write_en       = 1'b1;
      fifo_write_data     = prev_layer_data;
    end else begin
      fifo_write_en       = 1'b0;
      fifo_write_data     = {(NUM_CHANNEL*BIT_WIDTH){1'b0}};
    end
  end
  always @ (posedge clk or posedge rst) begin
    if (rst == 1'b1) begin
      state_reg             <= TX_IDLE;
      next_layer_valid_reg  <= 1'b0;
    end else begin
      state_reg             <= state_next;
      next_layer_valid_reg  <= next_layer_valid_next;
    end
  end
  always @ (posedge clk) begin
    next_layer_data_reg   <= next_layer_data_next;
  end
  always @ (*) begin
    state_next            = state_reg;
    next_layer_valid_next = next_layer_valid_reg;
    next_layer_data_next  = next_layer_data_reg;
    fifo_read_en          = 1'b0;
    case (state_reg)
      TX_IDLE: begin
        if (~fifo_empty) begin
          fifo_read_en          = 1'b1;
          next_layer_valid_next = 1'b1;
          next_layer_data_next  = fifo_read_data;
          state_next            = TX_WAIT_FOR_RDY;
        end
      end
      TX_WAIT_FOR_RDY: begin
        if (next_layer_rdy) begin
          next_layer_valid_next = 1'b0;
          if (fifo_empty) begin
            state_next    = TX_IDLE;
          end else begin
            state_next    = TX_WAIT_FOR_RDY;
            fifo_read_en  = 1'b1;
            next_layer_valid_next = 1'b1;
            next_layer_data_next  = fifo_read_data;
          end
        end
      end
    endcase
  end
  assign next_layer_data = fifo_bypass ? prev_layer_data : next_layer_data_reg;
  assign next_layer_valid = fifo_bypass ? prev_layer_valid : next_layer_valid_reg;
end
endgenerate
endmodule
module fifo_sync #(
  parameter                     BIT_WIDTH = 8,         
  parameter                     FIFO_DEPTH = 8         
) (
  input wire                    clk,                   
  input wire                    rst,                   
  input wire                    read_en,               
  output wire [BIT_WIDTH-1:0]   read_data,             
  input wire                    write_en,              
  input wire  [BIT_WIDTH-1:0]   write_data,            
  output wire                   fifo_empty,            
  output wire                   fifo_full              
);
function integer clog2(input integer n);
  integer i;
  begin
    clog2 = 0;
    for (i = n - 1; i > 0; i = i >> 1) begin
      clog2 = clog2 + 1;
    end
  end
endfunction
function integer ceil_div(input integer a, input integer b);
  integer i;
  begin
    ceil_div = 1;
    for (i = b; i < a; i = i + b) begin
      ceil_div = ceil_div + 1;
    end
  end
endfunction
localparam ADDR_WIDTH = clog2(FIFO_DEPTH);
reg [ADDR_WIDTH-1:0] read_ptr_reg, read_ptr_next;
reg [ADDR_WIDTH-1:0] write_ptr_reg, write_ptr_next;
wire [ADDR_WIDTH-1:0] read_ptr_increment;
wire [ADDR_WIDTH-1:0] write_ptr_increment;
reg [BIT_WIDTH-1:0] fifo_mem [FIFO_DEPTH-1:0];
reg fifo_full_reg, fifo_full_next;
reg fifo_empty_reg, fifo_empty_next;
assign read_ptr_increment = (read_ptr_reg == FIFO_DEPTH-1) ? {ADDR_WIDTH{1'b0}} :
  read_ptr_reg + 1;
assign write_ptr_increment = (write_ptr_reg == FIFO_DEPTH-1) ? {ADDR_WIDTH{1'b0}} :
  write_ptr_reg + 1;
always @ (posedge clk or posedge rst) begin
  if (rst) begin
    read_ptr_reg      <= {ADDR_WIDTH{1'b0}};
    write_ptr_reg     <= {ADDR_WIDTH{1'b0}};
    fifo_full_reg     <= 1'b0;
    fifo_empty_reg    <= 1'b1;
  end else begin
    read_ptr_reg      <= read_ptr_next;
    write_ptr_reg     <= write_ptr_next;
    fifo_full_reg     <= fifo_full_next;
    fifo_empty_reg    <= fifo_empty_next;
  end
end
always @ (posedge clk) begin
  if (~fifo_full_reg && write_en) begin
    fifo_mem[write_ptr_reg]   <= write_data;
  end
end
assign read_data = (fifo_empty_reg == 1'b1 || read_en == 1'b0) ? {BIT_WIDTH{1'b0}} :
                    fifo_mem[read_ptr_reg];
always @ (*) begin
  read_ptr_next   = read_ptr_reg;
  write_ptr_next  = write_ptr_reg;
  fifo_full_next  = fifo_full_reg;
  fifo_empty_next = fifo_empty_reg;
  case ({read_en, write_en})
    2'b00: begin
    end
    2'b01: begin
      if (fifo_full_reg == 1'b0) begin
        write_ptr_next  = write_ptr_increment;
        fifo_empty_next = 1'b0;
        if (write_ptr_increment == read_ptr_reg) begin
          fifo_full_next = 1'b1;
        end
      end
    end
    2'b10: begin
      if (fifo_empty_reg == 1'b0) begin
        read_ptr_next   = read_ptr_increment;
        fifo_full_next  = 1'b0;
        if (read_ptr_increment == write_ptr_reg) begin
          fifo_empty_next = 1'b1;
        end
      end
    end
    2'b11: begin
      read_ptr_next   = read_ptr_increment;
      write_ptr_next  = write_ptr_increment;
    end
  endcase
end
assign fifo_empty = fifo_empty_reg;
assign fifo_full = fifo_full_reg;
endmodule
</file>
<file path="constraint.sdc">
current_design channel_buffer

set clk_period 8.7
set clk_io_pct 0.2

create_clock -name clk0 -period $clk_period [get_ports {clk}]

set non_clock_inputs [all_inputs -no_clocks]
set_input_delay [expr $clk_period * $clk_io_pct] -clock clk0 $non_clock_inputs
set_output_delay [expr $clk_period * $clk_io_pct] -clock clk0 [all_outputs]
</file>
<file path="config.mk">
export PLATFORM = sky130hd
export DESIGN_NAME = channel_buffer
export DESIGN_NICKNAME = channel_buffer
export VERILOG_FILES = /design/flow/design.v
export SDC_FILE = /design/flow/constraint.sdc
export NUM_CORES = 4
export LEC_CHECK = 1
export CORE_UTILIZATION = 40
</file>
<file path="run.sh">
#!/bin/bash
# OpenROAD 26Q1-2900-gdf79404cd8, Yosys 0.63+post, stock flow scripts
make -C /OpenROAD-flow-scripts/flow DESIGN_CONFIG=/design/flow/config.mk WORK_HOME=/design/flow/orfs finish
</file>
==> flow_metrics.tcl <==
# implementation run metrics
set metrics [dict create \
    top_cells_by_area "edfxtp_1 (72%), mux4_2 (11%), mux2_2 (3.8%), dfrtp_1 (2.5%), a22o_1 (2.3%)" \
    max_freq_ghz 0.179 \
    start_kind "input pin" \
    period_minus_slack_ps 5580 \
    synth_area_um2 9070 \
    syn_to_final_growth_pct 17.2 \
    synthFlopType "edfxtp_1" \
    core_um2 22000 \
    mi_logic_area_um2 2190 \
    setup-violations-final 0 \
    setup.worst_path.end_class "output port" \
    ys.flops 226 \
    num_antenna_cells 0 \
    period_used_share 0.641 \
    drive_above_1_share 0.266 \
    worst_ep_arrival_time_ps 3840 \
    edf_count 216 \
    cpMaxStageDelayCell "clkdlybuf4s50_1" \
    crit_family "buffers and inverters" \
    die_w_um 153 \
    ys_async_sr_fraction 0.0442 \
    cts_tree "yes" \
    grt_pass1_wl_um 27500 \
    postCtsSetupBuffers 0 \
    chip_area_um2 23300 \
    rsz0062_at_grt "no" \
    wire_per_inst_um 22.5 \
    drc 0 \
    synth_dominant_cell_count "edfxtp_1" \
    top_area_cell "edfxtp_1" \
    grt_pass1_vias 4792 \
    synth_top_area_share 0.715 \
    synth_warnings 2 \
    pwr_density_cell_nw_per_um2 322 \
    p_leak_nw 3.51 \
    met2RoutedLength_um 8680 \
    gp_congestion 0.770 \
    via_per_inst 5.39 \
    antenna_found_initial 0 \
    cts_hold_buf 0 \
    maxSlewViolCount 0 \
    path_buffers 3 \
    ys_cells 430 \
    max_stage_delay_ps 460 \
    wl_met1_um 6530 \
    clk_pin_slew_ps 60 \
    groute.usage.overall 0.174 \
    root_buffer "clkbuf_16" \
    worstHoldPathType "register to register" \
    top_cells_by_count "edfxtp_1 (216), mux4_2 (46), mux2_2 (31), a22o_1 (24), and2_1 (24)" \
    ctsHtreeMaxLevel 1 \
    peakVddDrop_mv 0.181 \
    drtIter0Drc 173 \
    path_max_fanout 19 \
    largest_reg_flops 192 \
    synth_seq_share 0.743 \
    ys_chip_area_um2 9070 \
    grt_max_degree 35 \
    die_y_um 153 \
    numCtsBuffers 24 \
    register_area_um2 6740 \
    crit_path_frequent_cell "clkdlybuf4s50_1" \
    wl_met3_um 2340 \
    fillCellCount 1763 \
    status "finished, final reports clean" \
    fp_util 0.412 \
    routed_wl_um 17800 \
    row_count 54 \
    yosysUniqueCellTypes 33 \
    cts_sinks 226 \
    tightest_slew_ps 532 \
    clock_path_buffers 3 \
    overflow 0 \
    setup.worst_path.class "input pin to output port" \
    ant_nets 0 \
    clk-insertion-delay-late_ps 510 \
    skew_ps 15.3 \
    log.warning_count 27 \
    path_cells "clkdlybuf4s50_1, nand2b_1, buf_4, mux2_2, clkdlybuf4s50_1" \
    highest_layer "met4" \
    fin_tns_setup_ps 0 \
    timing.slew.headroom 0.646 \
    required_ps 6960 \
    dr.pass1.iters 6 \
    power_mw 3.42 \
    cts_resized 0 \
    hold_viol_final 0 \
    route.vias.total 4261 \
    avgSynthCellArea_um2 21.1 \
    io_pins 54 \
    dp_hpwl_um 8990 \
    max-cap-violations 0 \
    numPortBuffers 53 \
    synthCells 430 \
]
-- cells by family (layout without fill, tap and decap cells) --
| group | Yosys count | in the layout | synth area share |
|---|---|---|---|
| AND-OR/OR-AND | 33 | 33 | 0.0294 |
| XOR/XNOR | 6 | 6 | 0.00580 |
| adder cells (fa/ha/maj) | 7 | 7 | 0.00966 |
| buffers and inverters | 33 | 114 | 0.0210 |
| flip-flops | 226 | 226 | 0.743 |
| multiplexers | 79 | 79 | 0.159 |
| AND/OR/NAND/NOR | 46 | 46 | 0.0326 |
-- per-stage QoR --
step           utilization  hold WS, ps  area (µm²)  cells  worst slack (ps)
2_1_floorplan            -          423        9070    430              3320
3_3_place_gp         0.452          442        9960    753              3070
3_5_place_dp         0.452          447        9960    753              3060
4_1_cts              0.483          461       10600    791              3020
5_1_grt              0.483          489       10600    791              2920
6_report             0.483          461       10600    791              3120
-- where the power goes --
group	internal, mW	switching (mW)
Clock	0.498	0.382
Sequential	1.46	0.0971
Combinational	0.534	0.451
-- metal layers --
metal | vias up | track usage
li1 | 1911 | -
met1 | 2085 | 0.229
met2 | 244 | 0.264
met3 | 21 | 0.113
met4 | 0 | 0.0250
met5 | - | 0
-- worst reg2reg max path, cell delays in order, from the launching register on --
cell and delay, ps:
dfrtp_1 360, nand2b_1 420, buf_4 440, and3_1 210
buf_4 370, inv_4 160, ha_1 250, a211oi_1 480
mux2_2 390
-- final timing paths --
check	end	depth (start not counted)	from	slack, ps
worst min register to register	genblk1.next_layer_valid_reg	1	genblk1.state_reg	460
min in group asynchronous	genblk1.fifo_sync_inst.read_ptr_reg[1]	2	rst	1520
worst max register to register	genblk1.fifo_sync_inst.read_ptr_reg[2]	8	genblk1.state_reg	5500
worst max-delay path	next_layer_data[8]	5	next_layer_rdy	3120
worst min-delay path	genblk1.next_layer_valid_reg	1	genblk1.state_reg	460
max in group asynchronous	genblk1.fifo_sync_inst.fifo_empty_reg	2	rst	6860
-- layout by cell type (no fill, tap or decap), types with 4 or more instances in the layout --
| cell type | instances |
|---|---|
| dfrtp_1 | 7 |
| and2_1 | 24 |
| mux4_2 | 46 |
| clkbuf_16 | 24 |
| edfxtp_1 | 216 |
| clkinv_1 | 7 |
| a22o_1 | 24 |
| inv_1 | 6 |
| clkdlybuf4s50_1 | 53 |
| mux2_2 | 31 |
| buf_4 | 16 |
| ha_1 | 7 |
| xnor2_1 | 4 |
-- area by class of cell --
| cell class | instances | share of cell area |
|---|---|---|
| repair buffers | 69 | 0.0612 |
| clock inverters | 11 | 0.00541 |
| well taps | 280 | 0.0330 |
| inverters | 7 | 0.00271 |
| flip-flops and latches | 226 | 0.634 |
| clock buffers | 27 | 0.0575 |
| multi-input cells | 171 | 0.206 |
Power is estimated from default activity; no workload was simulated.
